==> flow/design.v <==
`timescale 1ns/1ps 
module TestOpWidth (
  input      [19:0]   a,
  input      [7:0]    b,
  output     [19:0]   c1,
  output     [15:0]   c2,
  output     [23:0]   c3,
  output     [15:0]   c4,
  output     [15:0]   c5,
  output              bo
);
  wire       [19:0]   _zz_c1;
  wire       [19:0]   _zz_c4;
  wire       [19:0]   _zz_c5;
  wire       [19:0]   _zz_bo;
  wire       [7:0]    _zz_bo_1;
  assign _zz_c1 = {12'd0, b};
  assign _zz_c4 = (a / b);
  assign _zz_c5 = (a % b);
  assign _zz_bo_1 = 8'h0;
  assign _zz_bo = {12'd0, _zz_bo_1};
  assign c1 = (a + _zz_c1);
  assign c2 = 16'h0;
  assign c3 = (a * 4'b1000);
  assign c4 = _zz_c4[15:0];
  assign c5 = _zz_c5[15:0];
  assign bo = (a == _zz_bo);
endmodule
==> flow/run.sh <==
#!/bin/bash
# OpenROAD 26Q1-2900-gdf79404cd8, Yosys 0.63+post, stock flow scripts
make -C /OpenROAD-flow-scripts/flow DESIGN_CONFIG=/design/flow/config.mk WORK_HOME=/design/flow/orfs finish
==> flow/config.mk <==
export PLATFORM = sky130hd
export DESIGN_NAME = TestOpWidth
export DESIGN_NICKNAME = TestOpWidth
export VERILOG_FILES = /design/flow/design.v
export SDC_FILE = /design/flow/constraint.sdc
export NUM_CORES = 4
export LEC_CHECK = 1
export CORE_UTILIZATION = 50
==> flow/constraint.sdc <==
current_design TestOpWidth

set clk_period 107.0
set clk_io_pct 0.2

create_clock -name clk0 -period $clk_period

set non_clock_inputs [all_inputs -no_clocks]
set_input_delay [expr $clk_period * $clk_io_pct] -clock clk0 $non_clock_inputs
set_output_delay [expr $clk_period * $clk_io_pct] -clock clk0 [all_outputs]
==> GITHUB_STEP_SUMMARY <==
### Yosys + OpenROAD results

| Metric | Value |
|---|---|
| Die height | `141 um` |
| Core ar. | `0.0189 sq mm` |
| Top area cell types | `ha_1 (18%), xnor2_1 (5.4%), o21a_1 (5.3%), a21oi_1 (5.0%), nor2_1 (4.6%)` |
| Slowest CP cell | `nor2_1` |
| # fillers | `1846` |
| Worst Setup Start Kind | `input pin` |
| Antenna Cells | `0` |
| Register share after synthesis | `0%` |
| Yosys chip area | `about 0.01 sq mm` |
| Tool warning count | `36` |
| CTS hold repair buffers | `0` |
| Total grt overflow | `0` |
| Logic area | `0.00908 sq mm` |
| Final HPWL DP | `23400 um` |
| Worst Min Path Start | `a[5]` |
| GR Util met1 | `43.2%` |
| FF+latch area | `0 sq um` |
| Crit path max fanout | `17` |
| Final Hold Violation Tally | `0` |
| Yosys cell count | `1389` |
| Hold Crit Class | `input pin to output port` |
| Largest net degree at the start of global routing | `22` |
| Most frequent CP cell | `o21a_1` |
| Min cycle time layout | `90.59 ns` |
| Placer Congestion | `0.944` |
| Post-layout util | `57.0%` |
| Mapped Cells | `1389` |
| Drt drc | `0` |
| Routed len/inst | `16.4 um` |
| Critical path arrival | `roughly 70 ns` |
| Max-slew headroom | `39.1%` |
| I/O Pins | `121` |
| Maximum clock frequency | `11.0 MHz` |
| Flops | `0` |
| Yosys cell types | `approximately 100` |
| Initial drt markers | `between 600 and 700` |
| Global route hottest layer | `met2` |
| Final ANT Viol Nets | `0` |
| Fin Setup TNS | `0 ns` |
| Vias in the first global route | `8919` |
| Crit path DRT | `85.60 ns` |
| Worst Path Class, Setup | `input pin to output port` |
| Buf+Inv Stages, Crit Path | `27` |
| Top cells excl fill/tap | `ha_1 (142), nor2_1 (120), nand2_1 (112)` |
| Final Setup Violations | `0` |
| Outcome | `complete, no violations` |
| RSZ-0062 raised after global routing | `false` |
| Met3 Track Usage GR | `1.07%` |
| Delay-heaviest family, CP | `AND-OR/OR-AND gates` |
| Synth area leader | `ha_1` |
| Via/cell ratio | `5.91` |
| CTS resizes | `0` |
| Chip footprint | `around 0.020 sq mm` |
| Final Max-Slew Violation Tally | `0` |
| Rows | `50` |
| Global-route wire length before repair | `45500 um` |
| Hold Path Stages | `3` |
| Max Cap Viol | `0` |
| Clkbuf count | `0` |
| Die Wd | `141 um` |
| Antenna violations before repair | `1` |
| Slew @ Worst Pin | `0.911 ns` |
| Ys Warns | `0` |
| Post-CTS Setup Inserts | `0` |
| Layout cells sized above 1 | `7.54%` |
| Avg Cell Area, Syn | `between 6 and 7 sq um` |
| GRT Total Usage | `28.2%` |
| Routed vias | `10100` |
| Max-area cell share | `18.3%` |
| Most numerous logic cell after layout | `ha_1` |
| CP endpoint kind | `output port` |
| Critical path's largest stage delay | `a little over 0.7 ns` |
| CP Depth | `214` |
| Worst Hold Path EP | `c3[8]` |
| First-pass DRT Iterations | `7` |
| Post-Syn Area | `0.00972 sq mm` |
| Fraction of the cycle the final worst path needs | `between 80% and 90%` |
| Buffers on Ports | `101` |
| Floorplan Utilization | `between 50% and 60%` |
| Grt met2 use | `45.4%` |
| Drt total wl | `28000 um` |
| Syn-to-layout area delta | `10.9%` |
-- area by class of cell --
class,instances,share of cell area (%)
multi-input combinational,1268,84.3
timing repair buffer,117,10.5
tap,260,3.02
inverter,61,2.17
-- layer usage --
metal	share of wire (%)	wire (um)
met5	0	0
met4	1.2	328
met3	4.0	1130
met2	43	12000
met1	52	14600
-- kinds of logic (layout without fill, tap and decap cells) --
logic type               Yosys count  after routing  synth area share [%]
buffers and inverters            140            178                  7.28
AND/OR/NAND/NOR                  510            510                  27.1
adder cells (fa/ha/maj)          145            145                  18.8
XOR/XNOR                          86             86                  7.75
other                              1             20                0.0386
multiplexers                      47             47                  5.77
AND-OR/OR-AND                    460            460                  33.2
-- how the worst max path moves through the flow --
stage / slack, ns / from / to
CTS: 16.52 / b[7] / c5[13]
global route: 11.99 / b[7] / c5[13]
finish: 16.41 / b[7] / c5[13]
-- cells in the mapped netlist, types with 15 or more instances --
master,number
inv_1,52
nor3_1,85
a21oi_1,98
o31ai_1,39
ha_1,142
nand2b_1,21
nor2b_1,19
xor2_1,26
nand3_1,36
o21ai_0,59
nor2_1,120
a21o_1,36
mux2_2,25
nand2_1,112
xnor2_1,60
o211ai_1,15
buf_4,42
clkbuf_1,27
and3_1,16
nand4_1,23
o21a_1,69
-- through the flow --
stage	worst slack, ns	instances	area [sq um]	hold slack [ns]
global placement	17.09	1706	10800	43.77
global route	11.99	1706	10800	43.79
CTS	16.52	1706	10800	43.77
detailed placement	16.65	1706	10800	43.76
finish	16.41	1706	10800	43.77
floorplan	23.44	1408	9790	42.83
